File: config.mk
export PLATFORM = sky130hd
export DESIGN_NAME = Vending
export DESIGN_NICKNAME = Vending
export VERILOG_FILES = /design/flow/design.v
export SDC_FILE = /design/flow/constraint.sdc
export NUM_CORES = 4
export LEC_CHECK = 1
export CORE_AREA = 10 10 70 70
export DIE_AREA = 0 0 80 80
File: constraint.sdc
current_design Vending

set clk_period 2.8
set clk_io_pct 0.2

create_clock -name clk0 -period $clk_period [get_ports {clk}]

set non_clock_inputs [all_inputs -no_clocks]
set_input_delay [expr $clk_period * $clk_io_pct] -clock clk0 $non_clock_inputs
set_output_delay [expr $clk_period * $clk_io_pct] -clock clk0 [all_outputs]
File: design.v
module Vending (coin , firstinit ,clk ,coffee , rem );   
  input[2:0] coin;
  input firstinit;
  input wire clk;
  output reg coffee;
  output reg[2:0] rem;
  localparam [2:0] state0=0 ,state1=1,state2=2,state3=3,state4=4,state5=5,state6=6;
  reg [2:0] current;  
  always @(posedge clk ) 
    begin
  if (firstinit == 1) 
    current <= state0; 
  else
    begin
    if (current == state0)
      begin
      if(coin == 0)
    begin 
    current <= state0;
    coffee<=0;
    rem<=0;
    end
      else if(coin == 1)
    begin current <= state1;
    coffee<=0;
    rem<=0;
    end
      else if(coin == 2) 
    begin 
    current <= state5;
    coffee<=0;
    rem<=0;
    end
      else if(coin == 5)
    begin 
    current <= state3
    ;coffee<=0;
    rem<=0;
    end
        end  
  else if(current == state1)
    begin
      if(coin == 0)
    begin 
    current <= state1;
    coffee<=0;
    rem<=0;
    end
      if(coin == 1)
    begin current <= state5;
    coffee<=0;
    rem<=0;
    end
      if(coin == 2)
    begin 
    current <= state6;
    coffee<=0;
    rem<=0;
    end
      if(coin == 5)
    begin current <= state2;
    coffee<=0;
    rem<=2;
    end
        end  
  else if (current == state2)
    begin
    coffee<=0;
    rem<=1;
    current<=state3;
        end
  else if (current == state3)
    begin
    coffee<=0;
    rem<=2;
    current<=state4;
        end
  else if(current == state4)
    begin
    coffee<=0;
    rem<=1;
    current<=state5;
        end
  else if (current == state5)
    begin
    coffee<=1;
    rem<=0;
    current<=state0;
  end          
  else if (current == state6)
  begin
    coffee<=0;
    rem<=1;
    current<=state5;
        end
     end
  end
endmodule
File: run.sh
#!/bin/bash
# OpenROAD 26Q1-2900-gdf79404cd8, Yosys 0.63+post, stock flow scripts
make -C /OpenROAD-flow-scripts/flow DESIGN_CONFIG=/design/flow/config.mk WORK_HOME=/design/flow/orfs finish
==> flow_metrics.tcl <==
# flow metrics
set metrics [dict create \
    synth_cell_type_count 26 \
    place_ws_ps 715 \
    ys.flops 10 \
    netlist_area_um2 464 \
    xor_area_share_pct 0 \
    postCtsSetupRepairBufs 0 \
    status "finished clean" \
    area_growth_pct 28.3 \
    cts_tree "done" \
    postCtsHoldBufs 0 \
    aoi_share_pct 14.0 \
    ys_sh_adder_pct 0 \
    fin_tns_setup_ps 0 \
    root_buffer "clkbuf_4" \
    cpPeakStageDelay_ps 560 \
    antenna_found_initial 0 \
    cts_buffer_depth 2 \
    grt_pass1_wl_mm 1.54 \
    worstPathArrival_ps 1740 \
    crit_end "rem[0]" \
    placeableCoreArea_um2 3420 \
    drc 0 \
    slew_viol_final 0 \
    grt_max_degree 10 \
    period_used_pct 64.9 \
    clkSlewWorstSetupHoldPaths_ps 60 \
    endpoint_kind "flop" \
    ys_warn_count 1 \
    setup_slack_ps 984 \
    stdcell_area_um2 596 \
    rsz0062_at_grt "no" \
    wire_per_inst_um 9.07 \
    ir_drop_uv 232 \
    timing.rr.start "current[4]" \
    setup_viol_count_final 0 \
    crit_required_ps 2720 \
    crit_chain "clkdlybuf4s50_1, mux2i_1, nor2_1, nor3_1" \
    routed_wl_um 907 \
    crit_slowest_cell "clkdlybuf4s50_1" \
    die-width_um 80 \
    dp.cells 96 \
    synthTopCellsByArea "dfxtp_1 (30%), edfxtp_1 (19%), nor2_1 (4.9%)" \
    critPathLaunchType "primary input" \
    cp_max_fo 6 \
    vias 350 \
    place.gp.congestion 0.805 \
    stage_log_warnings 25 \
    antennaDiodeCount 0 \
    syn_area_per_cell_um2 10.1 \
    critical_path_class "in -> reg" \
    rows 21 \
    synth.top_cell.area_share_pct 30.2 \
    rrSetupSlack_ps 1310 \
    clk_latency_ps 260 \
    skew_ps 4.03 \
    grt_pass1_vias 336 \
    vias_per_cell 3.50 \
    place_area_um2 569 \
    ys_seq_share_pct 49.6 \
    synthCells 46 \
    final_hold_viol_count 0 \
    clock.fmax_mhz 551 \
    logic_family "simple AND/OR/NAND/NOR gates" \
    reg2reg_depth 3 \
    simple_gate_share_pct 26.1 \
    h-tree-depth 1 \
    leakagePower_nw 0.192 \
    max_cap_viol_count 0 \
    port-buffer-count 7 \
    synth_top_cell_by_area "dfxtp_1" \
    clock-sinks 10 \
    dieArea_um2 6400 \
    worstHoldPathType "reg -> reg" \
    yosysCellCount 46 \
    synth_chip_area_um2 464 \
    dr.pass1.iters 3 \
    pin_count 9 \
    period_minus_slack_ps 1820 \
    reg2reg_to "rem[0]" \
    ys_sh_mux_pct 2.16 \
    fp_util_pct 13.6 \
    ant_nets 0 \
    pwr_density_cell_nw_per_um2 505 \
    overflow 0 \
    startpoint "coin[0]" \
    ctsResizeCount 0 \
    num-fill-cells 390 \
    drt_iter0_markers 10 \
    fin_cells 100 \
    drive_gt1_share_pct 13.0 \
    gr-usage-all-layers_pct 2.97 \
    die_h_um 80 \
    cts_made_buffers 3 \
]
kinds of logic after synthesis:
| group | after synthesis |
|---|---|
| AND-OR/OR-AND | 9 |
| buffers and inverters | 6 |
| flip-flops | 10 |
| multiplexers | 1 |
| other | 1 |
| AND/OR/NAND/NOR | 19 |
how the worst min path moves through the flow:
stage	start	end	cells after the start
after CTS	current[6]	current[1]	1
after global routing	current[6]	current[1]	1
final	current[6]	current[1]	1
per-stage QoR:
stage | hold WS (ps) | total power [mW] | utilization (%)
final | 493 | 0.301 | 17.4
after global routing | 513 | 0.321 | 17.4
after CTS | 492 | 0.305 | 17.4
after detailed placement | 488 | 0.203 | 16.7
after global placement | 492 | 0.202 | 16.7
after floorplan | 472 | 0.187 | -
worst max-delay path: cells and delay by family:
kind / cells / cell delay (ps)
buf+inv: 1 / 560
mux: 1 / 210
simple gates: 2 / 400
cells in the final DEF, fill, tap and decap left out:
master,n
nor4_2,1
a21oi_1,3
or2_0,1
a311oi_1,2
clkbuf_1,1
or4_4,1
clkbuf_4,3
a32oi_1,1
inv_1,3
nor3_1,1
a311o_1,1
nor2_1,6
nor2b_1,2
clkdlybuf4s50_1,7
a31oi_1,1
o21a_1,1
nand2_1,2
nor4b_1,1
or3b_2,1
edfxtp_1,3
nor3b_1,1
nor3b_2,1
mux2i_1,1
nand2b_1,1
dfxtp_1,7
conb_1,1
Yosys cell counts (all sizes together):
cell type and number:
dfxtp 7, nor2 6, a21oi 3, edfxtp 3
inv 3, a311oi 2, buf 2, nand2 2
nor2b 2, nor3b 2, a311o 1, a31oi 1
a32oi 1, clkbuf 1, conb 1, mux2i 1
nand2b 1, nor3 1, nor4 1, nor4b 1
o21a 1, or2 1, or3b 1, or4 1
registers in the layout, summed over array words and instances (netlist names):
register / count
current: 7
coffee: 1
rem: 2
area by class of cell:
type / instances / area, um2 / share of cell area [%]
Tap cell: 46 / 57.6 / 9.66
Multi-Input combinational cell: 30 / 200 / 33.6
Inverter: 3 / 11.3 / 1.89
Timing Repair Buffer: 7 / 70.1 / 11.8
Sequential cell: 10 / 230 / 38.7
Clock buffer: 4 / 26.3 / 4.41
where the power goes:
group	internal (mW)	switching [mW]
Combinational	0.0206	0.0148
Sequential	0.157	0.00748
Clock	0.0549	0.0462
per-layer routing:
layer / up-vias / part of all wire (%) / track usage, %
li1: 181 / - / -
met4: 0 / 0.88 / 0.352
met5: - / 0 / 0
met2: 10 / 43 / 3.61
met3: 2 / 5.7 / 1.59
met1: 157 / 50 / 4.49
Power figures rest on the tool's default switching activity, not on a simulated workload.
