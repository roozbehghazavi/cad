`flow/design.v`:
```
module full_adder(S, Cout, A, B, Cin);
   output S;
   output Cout;
   input  A;
   input  B;
   input  Cin;
   wire   w1;
   wire   w2;
   wire   w3;
   wire   w4;
   xor(w1, A, B);
   xor(S, Cin, w1);
   and(w2, A, B);   
   and(w3, A, Cin);
   and(w4, B, Cin);   
   or(Cout, w2, w3, w4);
endmodule 
module ripple_carry_adder_subtractor(S, C, V, A, B, Op);
   output [3:0] S;    
   output 	C;    
   output 	V;    
   input [3:0] 	A;    
   input [3:0] 	B;    
   input 	Op;   
   wire 	C0,C1,C2,C3;
   wire 	B0,B1,B2,B3; 
   xor(B0, B[0], Op);
   xor(B1, B[1], Op);
   xor(B2, B[2], Op);
   xor(B3, B[3], Op);
   xor(C, C3, Op);      
   xor(V, C3, C2);      
   full_adder fa0(S[0], C0, A[0], B0, Op);     
   full_adder fa1(S[1], C1, A[1], B1, C0);
   full_adder fa2(S[2], C2, A[2], B2, C1);
   full_adder fa3(S[3], C3, A[3], B3, C2);     
endmodule 
```
`flow/run.sh`:
```
#!/bin/bash
# OpenROAD 26Q1-2900-gdf79404cd8, Yosys 0.63+post, stock flow scripts
make -C /OpenROAD-flow-scripts/flow DESIGN_CONFIG=/design/flow/config.mk WORK_HOME=/design/flow/orfs finish
```
`flow/config.mk`:
```
export PLATFORM = sky130hd
export DESIGN_NAME = ripple_carry_adder_subtractor
export DESIGN_NICKNAME = ripple_carry_adder_subtractor
export VERILOG_FILES = /design/flow/design.v
export SDC_FILE = /design/flow/constraint.sdc
export NUM_CORES = 4
export LEC_CHECK = 1
export CORE_AREA = 10 10 70 70
export DIE_AREA = 0 0 80 80
```
`flow/constraint.sdc`:
```
current_design ripple_carry_adder_subtractor

set clk_period 5.5
set clk_io_pct 0.2

create_clock -name clk0 -period $clk_period

set non_clock_inputs [all_inputs -no_clocks]
set_input_delay [expr $clk_period * $clk_io_pct] -clock clk0 $non_clock_inputs
set_output_delay [expr $clk_period * $clk_io_pct] -clock clk0 [all_outputs]
```
==> impl_metrics.sql <==
-- implementation run metrics
INSERT INTO impl_metrics (metric_group, metric, value, unit) VALUES
('outcome', 'run_status', 'finished clean', ''),
('critical_path', 'timing.critical_path.mode_cell', 'sky130_fd_sc_hd__fa_1', ''),
('synthesis', 'synth_cells', '20', ''),
('synthesis', 'post_synth.cell_area_avg', '9.20', 'µm²'),
('routing', 'wl_per_cell', '7.16', 'µm'),
('global_routing', 'pin_count_of_the_biggest_net_entering_global_routing', '6', ''),
('layout', 'final_layout_top_logic_cells', 'sky130_fd_sc_hd__clkdlybuf4s50_1, sky130_fd_sc_hd__inv_1, sky130_fd_sc_hd__xor2_1, sky130_fd_sc_hd__xnor2_1, sky130_fd_sc_hd__fa_1', ''),
('layout', 'finish.instance_area', '350', 'µm²'),
('final_timing', 'finalCritPeriodShare', '0.888', ''),
('min_path', 'timing.hold.worst_path_depth', '3', ''),
('clock_network', 'cts.hold.buffers_added', '0', ''),
('floorplanning', 'placement_rows', '21', ''),
('routing', 'diodes', '0', ''),
('routing', 'detail-route-antenna-nets', '0', ''),
('critical_path', 'critical_path.max_stage_delay', '630', 'ps'),
('layout', 'drive_above_1_share', '0.0333', ''),
('job', 'cap_viol_max_count', '0', ''),
('critical_path', 'cp-start-kind', 'input pin', ''),
('synthesis', 'post_synth_main_area_contributors', 'sky130_fd_sc_hd__fa_1, sky130_fd_sc_hd__buf_4, sky130_fd_sc_hd__xnor2_1, sky130_fd_sc_hd__xor2_1, sky130_fd_sc_hd__inv_1', ''),
('global_routing', 'antenna_found_initial', '0', ''),
('clock_network', 'cts_repair_resize_count', '0', ''),
('layout', 'num-clock-buffers', '0', ''),
('final_timing', 'slew_limit_headroom', '0.808', ''),
('layout', 'register_area', '0', 'µm²'),
('global_routing', 'number_of_global_route_vias_before_repair', '158', ''),
('floorplanning', 'core_region_area', '0.00342', 'mm²'),
('layout', 'final_common_cell', 'sky130_fd_sc_hd__clkdlybuf4s50_1', ''),
('synthesis', 'yosys.stat.chipArea', '184', 'µm²'),
('synthesis', 'synth_area', '184', 'µm²'),
('synthesis', 'synth-cells-yosys', '20', ''),
('critical_path', 'slowest_stage', 'sky130_fd_sc_hd__clkdlybuf4s50_1', ''),
('floorplanning', 'dieHeight', '80', 'µm'),
('final_timing', 'worst_slack', '618', 'ps'),
('floorplanning', 'die_x', '80', 'µm'),
('job', 'warning_count', '32', ''),
('layout', 'synthToLayoutAreaGrowth', '90.5', '%'),
('floorplanning', 'fp-utilization', '0.0538', ''),
('routing', 'drt_drc_violations_left', '0', ''),
('place', 'placed_cell_area', '350', 'µm²'),
('pwr', 'cellLeakagePower', '0.130', 'nW'),
('pwr', 'finalPower', '0.0421', 'mW'),
('min_path', 'hold_path.class', 'input pin to primary output', ''),
('synthesis', 'synth.yosys.seq_area_share', '0', ''),
('critical_path', 'timing.setup.critical_path_class', 'input pin to primary output', ''),
('place', 'post-place-cells', '76', ''),
('critical_path', 'crit_required', '4400', 'ps'),
('final_timing', 'finalSetupViolations', '0', ''),
('routing', 'drtIter0Drc', '3', ''),
('clock_network', 'post-cts-setup-buffer-count', '0', ''),
('floorplanning', 'chipArea', '0.00640', 'mm²'),
('synthesis', 'yosysUniqueCellTypes', '7', ''),
('place', 'post-place-ws', '601', 'ps'),
('layout', 'final_cells', '76', ''),
('routing', 'vias', '142', ''),
('pwr', 'vdd_ir_drop_max', '0.0542', 'mV'),
('routing', 'detail_route.wirelength', '544', 'µm'),
('final_timing', 'timing_hold_violations_final', '0', ''),
('critical_path', 'worst_path_maximum_fanout', '5', ''),
('floorplanning', 'ioPinCount', '15', ''),
('synthesis', 'largest_area_cell', 'sky130_fd_sc_hd__fa_1', ''),
('synthesis', 'netlist.area_leader.share', '0.327', ''),
('final_timing', 'fin_setup_tns', '0', 'ps'),
('final_timing', 'finalMaxSlewViolations', '0', ''),
('place', 'buffer_ports.inserted', '15', ''),
('routing', 'route.detailed.vias_per_inst', '1.87', ''),
('global_routing', 'grt_pass1_wl', '848', 'µm'),
('place', 'finalWeightedCongestion', '0.825', ''),
('pwr', 'power.density', '120', 'mW/mm²'),
('critical_path', 'worstSetupEndpointType', 'primary output', ''),
('synthesis', 'synth_warnings', '0', ''),
('critical_path', 'worst-endpoint-arrival', '3780', 'ps'),
('layout', 'numSequentialCells', '0', ''),
('global_routing', 'grt_remaining_overflow', '0', ''),
('routing', 'drt_first_pass_iters', '2', ''),
('final_timing', 'grt_setup_unrepaired', 'false', ''),
('global_routing', 'global_route.usage.total', '0.0172', ''),
('final_timing', 'fmax', '0.205', 'GHz'),
('critical_path', 'critical_path.cell_chain', 'clkdlybuf4s50_1, xor2_1, fa_1, inv_1, fa_1, fa_1, xor2_1, clkdlybuf4s50_1', ''),
('final_timing', 'worst-slew-pin-transition', '287', 'ps'),
('final_timing', 'timing.final.crit_period', '4880', 'ps');
[cells by family (layout without fill, tap and decap cells)]
logic type                 Yosys count  in the layout  synth area share
adders and majority gates            3              3             0.327
xor gates and xnor gates             6              6             0.286
muxes                                1              1            0.0612
buffers and inverters               10             20             0.327
[Yosys cell counts]
cell	number
sky130_fd_sc_hd__inv_1	5
sky130_fd_sc_hd__xnor2_1	3
sky130_fd_sc_hd__mux2_2	1
sky130_fd_sc_hd__buf_4	4
sky130_fd_sc_hd__fa_1	3
sky130_fd_sc_hd__buf_6	1
sky130_fd_sc_hd__xor2_1	3
[worst paths after layout]
| path | end | slack, ps | from |
|---|---|---|---|
| max | V | 620 | Op |
| min | S[0] | 3150 | A[0] |
[worst max-delay path, delay by kind of cell]
family / cells / cell delay (ps)
buffers and inverters: 3 / 1170
adder cells (fa/ha/maj): 3 / 1100
XOR/XNOR: 2 / 400
[report_power, final]
| part | total (mW) | internal [mW] | switching (mW) |
|---|---|---|---|
| combinational | 0.0421 | 0.0294 | 0.0127 |
| clock | 0 | 0 | 0 |
| sequential | 0 | 0 | 0 |
[metal layers]
| metal | GRT usage | part of all wire | vias to the layer above |
|---|---|---|---|
| met1 | 0.0268 | 0.50 | 57 |
| li1 | - | - | 71 |
| met3 | 0.0159 | 0.27 | 0 |
| met5 | 0 | 0 | - |
| met2 | 0.0161 | 0.23 | 14 |
| met4 | 0 | 0 | 0 |
[through the flow]
| step | util | hold slack (ps) |
|---|---|---|
| after CTS | 0.103 | 3160 |
| final | 0.103 | 3150 |
| after global placement | 0.103 | 3160 |
| after detailed placement | 0.103 | 3160 |
| after floorplan | - | 2340 |
| after global routing | 0.103 | 3170 |
[cell type report]
cell class	count	area [µm²]
Fill cell	407	3070
Timing Repair Buffer	15	150
Multi-Input combinational cell	10	124
Tap cell	46	57.6
Inverter	5	18.8
Power and IR drop assume default switching activity.
