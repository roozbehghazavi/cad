$ cat flow/config.mk
export PLATFORM = sky130hd
export DESIGN_NAME = seq_detector
export DESIGN_NICKNAME = seq_detector
export VERILOG_FILES = /design/flow/design.v
export SDC_FILE = /design/flow/constraint.sdc
export NUM_CORES = 4
export LEC_CHECK = 1
export CORE_AREA = 10 10 70 70
export DIE_AREA = 0 0 80 80
$ cat flow/design.v
`timescale 1ns / 1ps
 module seq_detector(
 input x,clk,reset,
 output reg z
 );
 parameter S0 = 0 , S1 = 1 , S2 = 2 , S3 = 3 ;
 reg [1:0] PS,NS ;
 always @ (posedge clk or posedge reset)
   if (reset)
     PS <= S0;  
   else
     PS <= NS;
 always @ (posedge clk or posedge reset)
   if (reset)
     z <= 1'b0;
   else
     z <= (PS == S3) && x;
 always @ (*)
  begin
    case(PS)
        S0 : NS = x ? S1 : S0 ;
        S1 : NS = x ? S1 : S2 ;
        S2 : NS = x ? S3 : S0 ;
        S3 : NS = x ? S1 : S2 ;
    endcase
  $monitor(PS);
  end
 endmodule
$ cat flow/constraint.sdc
current_design seq_detector

set clk_period 1.6
set clk_io_pct 0.2

create_clock -name clk0 -period $clk_period [get_ports {clk}]

set non_clock_inputs [all_inputs -no_clocks]
set_input_delay [expr $clk_period * $clk_io_pct] -clock clk0 $non_clock_inputs
set_output_delay [expr $clk_period * $clk_io_pct] -clock clk0 [all_outputs]
$ cat flow/run.sh
#!/bin/bash
# OpenROAD 26Q1-2900-gdf79404cd8, Yosys 0.63+post, stock flow scripts
make -C /OpenROAD-flow-scripts/flow DESIGN_CONFIG=/design/flow/config.mk WORK_HOME=/design/flow/orfs finish
==> results_dict.tcl <==
# collected from the flow reports
set metrics [dict create \
    irDropWorstVdd_mv 0.0888 \
    fmax_mhz 758 \
    routed_wl_microns 284 \
    design.core.area_sq_um 3420 \
    start_kind "register" \
    cts.clk_slew.worst_paths_ns 0.04 \
    cts-buffers-inserted 3 \
    mostFrequentLayoutCells "dfrtp_1 (4), clkbuf_4 (3), clkdlybuf4s50_1 (3)" \
    period_used_pct 82.5 \
    p_per_area_nw_per_um2 978 \
    cts-root-buf "clkbuf_4" \
    required_ns 1.28 \
    rsz0062_at_grt "false" \
    drtIter0Drc 3 \
    ys_warn_count 2 \
    cp_top_family "buffers and inverters" \
    antenna_found_initial 0 \
    reg2reg_setup_slack_ns 0.79 \
    path_buffers 1 \
    layout-drive-gt1-share_pct 38.9 \
    worst-slew-pin-transition_ns 0.187 \
    fp_util_pct 5.05 \
    max_stage_delay_ns 0.45 \
    ys_ff 5 \
    cts_hold_buf 0 \
    ys_area_sq_um 173 \
    die_height_microns 80 \
    maxSlewViolCount 0 \
    max_slew_margin_pct 87.5 \
    synth_cell_type_count 7 \
    synthToLayoutAreaGrowth_pct 65.9 \
    h-tree-depth 1 \
    cts_tree "yes" \
    nFillCells 404 \
    rr_startpoint "PS[3]" \
    hold_class "input port to async pin" \
    grt_overflow 0 \
    drv_cap 0 \
    viasPerCell 1.66 \
    port_buffers 3 \
    ios 4 \
    core.rowCount 21 \
    post_cts_buffers 0 \
    drc 0 \
    p_leak_uw 0.000113 \
    dp_hpwl_microns 205 \
    synth_area_sq_um 173 \
    setup_ws_ns 0.280 \
    num_vias 106 \
    clk_latency_ns 0.24 \
    r2r-end "PS[2]" \
    grt_max_degree 6 \
    grt_use_total_pct 0.813 \
    finalPower_uw 280 \
    status "completed" \
    startpoint "z" \
    grt_first_pass_wirelength_microns 441 \
    post_drt_wl_per_cell_microns 4.44 \
    yosys_cells 11 \
    arrival_ns 1.00 \
    lay_top_count "dfrtp_1" \
    finalHoldViolCount 0 \
    path_class "register to output pin" \
    dieWidth_microns 80 \
    end_kind "output pin" \
    finalSetupTns_ns 0 \
    synth_cells 11 \
    cp_cell_sequence "clkdlybuf4s50_1" \
    clock_skew_ns 0.00175 \
    grt_pass1_vias 106 \
    setup_viol 0 \
    n_antenna_cell 0 \
    die_area_sq_um 6400 \
    cts.sinks 5 \
    post-place-ws_ns 0.485 \
    synth_seq_share_pct 73.2 \
    cp-endpoint "z" \
    instances_no_fill 64 \
    avgSynthCellArea_sq_um 15.7 \
    place_inst 60 \
    warnings 25 \
    ant_nets 0 \
    cts_resized 0 \
    crit_cells 1 \
    combGateArea_sq_um 42.5 \
    place_congestion 0.659 \
    drtPass1Iterations 2 \
    critical_path.slowest_cell "clkdlybuf4s50_1" \
    clock_path_buffers 2 \
    seq_area_sq_um 126 \
    period_minus_slack_ns 1.32 \
    path_max_fanout 1 \
    worstRegToRegCells 1 \
]
[logic make-up (layout without fill, tap and decap cells)]
kind of cell,Yosys count,after routing,synth area share (%)
simple gates,2,2,7.97
flops,5,5,73.2
buf+inv,1,8,2.17
compound gates,3,3,16.7
[how the worst min path moves through the flow]
stage	from	endpoint	slack [ns]	cells past startpoint
after CTS	reset	PS[1]	0.26	2
after global routing	reset	PS[1]	0.29	2
final	reset	PS[1]	0.27	2
[state kept, by name, indices dropped and copies added, names as in the netlist]
| name | count |
|---|---|
| PS | 4 |
| z | 1 |
[per-stage QoR]
| step | utilization, % | hold slack [ns] | instance area, sq um |
|---|---|---|---|
| floorplan | - | 0.0978 | 173 |
| global placement | 7.62 | 0.476 | 260 |
| detailed placement | 7.62 | 0.477 | 260 |
| CTS | 8.39 | 0.264 | 287 |
| global route | 8.39 | 0.292 | 287 |
| finish | 8.39 | 0.272 | 287 |
[where the power goes]
| group | switching [uW] | leakage (uW) | internal [uW] | total, uW |
|---|---|---|---|---|
| logic | 3.68 | 0.0000315 | 5.36 | 9.04 |
| clock network | 49.9 | 0.0000150 | 94.2 | 144 |
| registers | 0 | 0.0000662 | 127 | 127 |
[metal layers]
metal | global-route usage [%] | routed length (microns)
met5 | 0 | 0
met4 | 0.880 | 11
met2 | 1.12 | 115
met1 | 0.804 | 125
met3 | 0.455 | 31
[cell usage after synthesis]
cell / n / area [sq um]
and2_2: 1 / 7.51
o31a_1: 1 / 8.76
and2_1: 1 / 6.26
inv_1: 1 / 3.75
dfstp_2: 1 / 26.3
dfrtp_1: 4 / 100
o21ba_2: 2 / 20.0
[layout make-up]
class,instances,share of cell area [%]
multi-input combinational,5,14.8
tap,46,20.1
sequential,5,44.1
inverter,1,1.31
timing repair buffer,3,10.5
clock buffer,4,9.17
No activity file was given, so power comes from the tool's default toggle rates.
